### flow/run.sh
#!/bin/bash
# OpenROAD 26Q1-2900-gdf79404cd8, Yosys 0.63+post, stock flow scripts
make -C /OpenROAD-flow-scripts/flow DESIGN_CONFIG=/design/flow/config.mk WORK_HOME=/design/flow/orfs finish
### flow/config.mk
export PLATFORM = sky130hd
export DESIGN_NAME = key_ram
export DESIGN_NICKNAME = key_ram
export VERILOG_FILES = /design/flow/design.v
export SDC_FILE = /design/flow/constraint.sdc
export NUM_CORES = 4
export LEC_CHECK = 1
export CORE_UTILIZATION = 50
### flow/constraint.sdc
current_design key_ram

set clk_period 19.8
set clk_io_pct 0.2

create_clock -name clk0 -period $clk_period [get_ports {clk}]

set non_clock_inputs [all_inputs -no_clocks]
set_input_delay [expr $clk_period * $clk_io_pct] -clock clk0 $non_clock_inputs
set_output_delay [expr $clk_period * $clk_io_pct] -clock clk0 [all_outputs]
### flow/design.v
module 
    sdio_register(
        input wire logic        pclk,
        input wire logic        presetn,
        input wire logic        penable,
        input wire logic        psel,
        input wire logic [31:0] paddr,
        input wire logic        pwrite,
        input wire logic [31:0] pwdata,
        output     logic [31:0] prdata,
        output     logic        pready,
        output                  pslverr,
        output                  SDIO_control	  
        );                      
        localparam        DEPTH = 1;
        reg [DEPTH-1:0] register;
        assign pslverr = 1'b0;
        assign SDIO_control = register[0];
        always @(posedge pclk)
          begin
            if (!presetn) begin
                register <= 0;
                prdata <= 0;
                pready <= 0;
            end else if (!pwrite && psel) begin
                prdata <= register;
                pready <= 1;
            end else if (pwrite && psel) begin
                prdata <= 0;
                register <= pwdata[DEPTH-1:0];
                pready <= 1;
            end else begin
                prdata <= 0;
                pready <= 0;
            end
        end
endmodule
package SoftAES_regs_pkg;
    localparam SOFTAES_REVISION = 17;
    localparam logic [37:0] SOFTAES_DEFAULT_BASEADDR = 64'h60010000;
    localparam logic [63:0] CTL_OFFSET = 64'h00000000;  
    localparam CTL_BUSY_BIT_OFFSET = 0;  
    localparam CTL_BUSY_BIT_WIDTH = 1;  
    localparam logic [0:0] CTL_BUSY_RESET = 1'b0;  
    localparam CTL_OFIFO_EMPTY_BIT_OFFSET = 1;  
    localparam CTL_OFIFO_EMPTY_BIT_WIDTH = 1;  
    localparam logic [1:1] CTL_OFIFO_EMPTY_RESET = 1'b0;  
    localparam CTL_IFIFO_FULL_BIT_OFFSET = 2;  
    localparam CTL_IFIFO_FULL_BIT_WIDTH = 1;  
    localparam logic [2:2] CTL_IFIFO_FULL_RESET = 1'b0;  
    localparam CTL_BLOCK_FIFO_WR_BIT_OFFSET = 61;  
    localparam CTL_BLOCK_FIFO_WR_BIT_WIDTH = 1;  
    localparam logic [61:61] CTL_BLOCK_FIFO_WR_RESET = 1'b0;  
    localparam CTL_AUTO_INC_BIT_OFFSET = 62;  
    localparam CTL_AUTO_INC_BIT_WIDTH = 1;  
    localparam logic [62:62] CTL_AUTO_INC_RESET = 1'b0;  
    localparam CTL_RST_BIT_OFFSET = 63;  
    localparam CTL_RST_BIT_WIDTH = 1;  
    localparam logic [63:63] CTL_RST_RESET = 1'b0;  
    localparam logic [63:0] CTR_OFFSET = 64'h00000010;  
    localparam CTR_DEPTH = 2;  
    localparam CTR_READ_LATENCY = 1;  
    localparam CTR_VALUE_BIT_OFFSET = 0;  
    localparam CTR_VALUE_BIT_WIDTH = 64;  
    localparam logic [63:0] CTR_VALUE_RESET = 64'b00000000000000000000000000000000;  
    localparam logic [63:0] KEY_OFFSET = 64'h00000020;  
    localparam KEY_DEPTH = 4;  
    localparam KEY_READ_LATENCY = 1;  
    localparam KEY_VALUE_BIT_OFFSET = 0;  
    localparam KEY_VALUE_BIT_WIDTH = 64;  
    localparam logic [63:0] KEY_VALUE_RESET = 64'b00000000000000000000000000000000;  
    localparam logic [63:0] FIFO_OFFSET = 64'h00001000;  
    localparam FIFO_DEPTH = 512;  
    localparam FIFO_READ_LATENCY = 1;  
    localparam FIFO_VALUE_BIT_OFFSET = 0;  
    localparam FIFO_VALUE_BIT_WIDTH = 64;  
    localparam logic [63:0] FIFO_VALUE_RESET = 64'b00000000000000000000000000000000;  
endpackage: SoftAES_regs_pkg
module key_ram #(
    parameter WORDS = 4,
    parameter WORD_SIZE = 32
) (
    input clk,
    input rst,
    input [$clog2(WORDS)-1:0] widx,
    input wen,
    input [WORD_SIZE-1:0] wdata,
    input increment,
    output reg [WORD_SIZE*WORDS-1:0] stored
);
localparam BLOCK_SIZE = WORD_SIZE * WORDS;
localparam WORD_BYTES = WORD_SIZE / 8;
wire [WORD_SIZE-1:0] wdata_be;
generate
    genvar b;
    for (b = 0; b < WORD_BYTES; b = b+1) begin
        localparam hb = WORD_BYTES - 1 - b;
        assign wdata_be[(b+1)*8-1 : b*8] = wdata[(hb+1)*8-1 : hb*8];
    end
endgenerate
reg [BLOCK_SIZE-1:0] stored_next;
genvar i;
generate
    for (i = 0; i < WORDS; i = i+1) begin
        always @* begin
            if (i == WORDS - widx - 1)
                stored_next[(i+1) * WORD_SIZE - 1 : i * WORD_SIZE] = wdata_be;
            else
                stored_next[(i+1) * WORD_SIZE - 1 : i * WORD_SIZE] = stored[(i+1) * WORD_SIZE - 1 : i * WORD_SIZE];
        end
    end
endgenerate
always @(posedge clk) begin
    if (rst)
        stored <= 0;
    else if (wen)
        stored <= stored_next;
    else
        stored <= stored + increment;
end
endmodule
==> results.ini <==
[power]
power.leakage_nw = 3.42
ir_drop_mv = 0.0767
p_per_area_mw_per_mm2 = 62.7

[critical_path]
worstSetupStartpointType = input pin
crit_required_ns = 20.15
crit_end = stored[94]
cp-startpoint = increment
rr_worst_depth = 8
worstReg2RegStart = stored[0]
end_kind = flop
critPathKind = input pin to flop
regToRegEndpoint = stored[94]
arrival_ns = 7.64
path_max_fanout = 14
ff2ff_setup_slack_ns = 16.12

[final_layout]
stdcell_area_mm2 = 0.0114
syn2layout_area_growth_pct = 26.4
most-common-layout-cells = nand2_1, clkdlybuf4s50_1, dfxtp_1
instances_no_fill = 1623
largest-register = stored
drive_gt1_share_pct = 6.66
reg_top3 = stored: 128 flops
largest_reg_flops = 128

[timing]
setup_violations = 0
worst_slew_pin_slew_ns = 0.968
drv_slew = 0
slew_headroom_pct = 35.4
fin_tns_setup_ns = 0
fin_skew_ns = 0.0124
fin_crit_sh_pct = 36.8
hold_violations = 0
rsz0062_at_grt = false
fmax_ghz = 0.137
finalCriticalPeriod_ns = 7.29

[synthesis]
synth.top_cells.by_area = dfxtp_1, nand2_1, nand4_1
ys.flops = 128
syn_inst = 1262
top_area_share_pct = 28.3
simple_gate_area_share_pct = 42.0
mux_area_share_pct = 2.28
ys_area_mm2 = 0.00906
ff_type = dfxtp_1
ys_cells = 1262
ys_types = 75
edf_count = 0
synthAdderAreaFrac_pct = 0.276
synth_area_leader_cell = dfxtp_1
yosys_warnings = 1
synth_area_per_cell_um2 = 7.18
ys_seq_share_pct = 28.3
xor_area_share_pct = 0.387
aoi_share_pct = 22.3
logic_family = simple AND/OR/NAND/NOR gates
ys_async_sr_fraction_pct = 0
synth_area_mm2 = 0.00906

[placed_design]
io_buffers = 165
gp_congestion = 1.03
hpwl_mm = 29.3
placed_area_mm2 = 0.0108
dpl.cell_count = 1590

[min_path]
hold_class = flop to flop
hold_start = stored[19]

[global_route]
grt_pass1_vias = 9979
overflow = 0
grt_pass1_wl_mm = 62.2
globalRouteTotalUtil_pct = 46.8
grt_antenna_before_repair = 2
grt_max_degree = 60

[job]
tool_warnings = 27
max_cap_viol_count = 0

[floorplan]
io_pins = 166
die_y_um = 137
fp_util_pct = 51.8
design.core.area_mm2 = 0.0175
die-width_um = 137
chipArea_mm2 = 0.0187
rows = 48

[routing]
ant_nets = 0
drt_first_pass_iters = 8
wl_per_cell_um = 26.0
vias_per_cell = 7.11
vias = 11500
wl_mm = 42.1
drt_iter0_drc = 1715
drcViolationCount = 0

[clock_network]
postCtsSetupBuffers = 0
cts_sinks = 128
cts_tree = built
clkSlewWorstSetupHoldPaths_ns = 0.06
cts-htree-levels = 4
ctsHoldBuffers = 0
clockBufferDepth = 2
ctsResizeCount = 0
cts-root-buf = clkbuf_16
cts_buffers = 17
clkLatencyLatePin_ns = 0.43

[run_status]
status = finished clean

-- layout make-up --
class                           count  area [um2]
Clock buffer                       19         453
Tap cell                          225         282
Timing Repair Buffer              187        1810
Fill cell                        1519        6030
Multi-Input combinational cell   1029        6090
Antenna cell                        2        5.00
Clock inverter                     12         159
Inverter                           21        78.8
Sequential cell                   128        2560
-- critical path, stage by stage --
cell             delay, ns
clkdlybuf4s50_1       0.46
ha_1                  0.20
ha_1                  0.20
nand4_1               0.27
nor3_1                0.49
nand4_1               0.81
nor3_2                0.61
or4b_1                0.47
a31oi_1               0.16
-- how the worst min path moves through the flow --
stage / to / slack, ns / cells after the start
CTS: stored[19] / 0.50 / 2
global route: stored[19] / 0.53 / 2
finish: stored[19] / 0.50 / 2
-- power by group --
part / total, mW / internal (mW) / switching, mW
logic: 0.0930 / 0.0407 / 0.0523
clock network: 0.334 / 0.205 / 0.130
registers: 0.290 / 0.269 / 0.0211
total: 0.717 / 0.514 / 0.203
-- cells in the mapped netlist (4+ instances only) --
cell	instances
nand2_1	163
dfxtp_1	128
nor2_1	102
a21oi_1	78
nand4_1	78
nand3_1	77
clkbuf_1	69
o21ai_0	63
nor3_1	62
a31oi_1	50
nor4_1	48
and3_1	27
and4_1	21
inv_1	21
or3_1	20
a311oi_1	16
or4_1	16
mux2i_1	15
nor2b_1	15
a211oi_1	13
a22oi_1	12
o211ai_1	10
a21o_1	9
and2_1	9
buf_2	8
buf_1	7
nand4_2	6
nor4_2	6
o311a_1	6
o31a_1	6
nand3b_1	5
o311ai_0	5
or2_2	5
a311o_1	4
mux2_2	4
nor3_2	4
nor4b_1	4
o21a_1	4
o21ai_1	4
-- cells by family after synthesis --
| logic type | Yosys count |
|---|---|
| simple gates | 691 |
| compound gates | 312 |
| flops | 128 |
| buf+inv | 105 |
| mux | 20 |
| xor+xnor | 4 |
| fa+ha+maj | 2 |
-- routing by layer --
| metal | wire, um | global-route usage, % | up-vias |
|---|---|---|---|
| met5 | 13 | 0 | - |
| met4 | 2770 | 24.9 | 2 |
| met3 | 6830 | 21.1 | 159 |
| met2 | 16800 | 62.2 | 912 |
| met1 | 15800 | 63.5 | 5338 |
| li1 | - | - | 5135 |
-- metrics by stage --
stage,hold WS [ns],util [%],power [mW],worst slack (ns)
6_report,0.497,65.5,0.717,12.51
5_1_grt,0.525,65.5,0.735,12.38
4_1_cts,0.495,65.5,0.712,12.74
3_5_place_dp,0.486,62.0,0.383,12.34
3_3_place_gp,0.496,62.0,0.383,12.42
2_1_floorplan,0.443,-,0.327,13.70
Power figures rest on the tool's default switching activity, not on a simulated workload.
