===== flow/run.sh =====
#!/bin/bash
# OpenROAD 26Q1-2900-gdf79404cd8, Yosys 0.63+post, stock flow scripts
make -C /OpenROAD-flow-scripts/flow DESIGN_CONFIG=/design/flow/config.mk WORK_HOME=/design/flow/orfs finish

===== flow/config.mk =====
export PLATFORM = sky130hd
export DESIGN_NAME = be_block_builder
export DESIGN_NICKNAME = be_block_builder
export VERILOG_FILES = /design/flow/design.v
export SDC_FILE = /design/flow/constraint.sdc
export NUM_CORES = 4
export LEC_CHECK = 1
export CORE_UTILIZATION = 50

===== flow/constraint.sdc =====
current_design be_block_builder

set clk_period 3.8
set clk_io_pct 0.2

create_clock -name clk0 -period $clk_period [get_ports {clk}]

set non_clock_inputs [all_inputs -no_clocks]
set_input_delay [expr $clk_period * $clk_io_pct] -clock clk0 $non_clock_inputs
set_output_delay [expr $clk_period * $clk_io_pct] -clock clk0 [all_outputs]

===== flow/design.v =====
module 
    sdio_register(
        input wire logic        pclk,
        input wire logic        presetn,
        input wire logic        penable,
        input wire logic        psel,
        input wire logic [31:0] paddr,
        input wire logic        pwrite,
        input wire logic [31:0] pwdata,
        output     logic [31:0] prdata,
        output     logic        pready,
        output                  pslverr,
        output                  SDIO_control	  
        );                      
        localparam        DEPTH = 1;
        reg [DEPTH-1:0] register;
        assign pslverr = 1'b0;
        assign SDIO_control = register[0];
        always @(posedge pclk)
          begin
            if (!presetn) begin
                register <= 0;
                prdata <= 0;
                pready <= 0;
            end else if (!pwrite && psel) begin
                prdata <= register;
                pready <= 1;
            end else if (pwrite && psel) begin
                prdata <= 0;
                register <= pwdata[DEPTH-1:0];
                pready <= 1;
            end else begin
                prdata <= 0;
                pready <= 0;
            end
        end
endmodule
package SoftAES_regs_pkg;
    localparam SOFTAES_REVISION = 17;
    localparam logic [37:0] SOFTAES_DEFAULT_BASEADDR = 64'h60010000;
    localparam logic [63:0] CTL_OFFSET = 64'h00000000;  
    localparam CTL_BUSY_BIT_OFFSET = 0;  
    localparam CTL_BUSY_BIT_WIDTH = 1;  
    localparam logic [0:0] CTL_BUSY_RESET = 1'b0;  
    localparam CTL_OFIFO_EMPTY_BIT_OFFSET = 1;  
    localparam CTL_OFIFO_EMPTY_BIT_WIDTH = 1;  
    localparam logic [1:1] CTL_OFIFO_EMPTY_RESET = 1'b0;  
    localparam CTL_IFIFO_FULL_BIT_OFFSET = 2;  
    localparam CTL_IFIFO_FULL_BIT_WIDTH = 1;  
    localparam logic [2:2] CTL_IFIFO_FULL_RESET = 1'b0;  
    localparam CTL_BLOCK_FIFO_WR_BIT_OFFSET = 61;  
    localparam CTL_BLOCK_FIFO_WR_BIT_WIDTH = 1;  
    localparam logic [61:61] CTL_BLOCK_FIFO_WR_RESET = 1'b0;  
    localparam CTL_AUTO_INC_BIT_OFFSET = 62;  
    localparam CTL_AUTO_INC_BIT_WIDTH = 1;  
    localparam logic [62:62] CTL_AUTO_INC_RESET = 1'b0;  
    localparam CTL_RST_BIT_OFFSET = 63;  
    localparam CTL_RST_BIT_WIDTH = 1;  
    localparam logic [63:63] CTL_RST_RESET = 1'b0;  
    localparam logic [63:0] CTR_OFFSET = 64'h00000010;  
    localparam CTR_DEPTH = 2;  
    localparam CTR_READ_LATENCY = 1;  
    localparam CTR_VALUE_BIT_OFFSET = 0;  
    localparam CTR_VALUE_BIT_WIDTH = 64;  
    localparam logic [63:0] CTR_VALUE_RESET = 64'b00000000000000000000000000000000;  
    localparam logic [63:0] KEY_OFFSET = 64'h00000020;  
    localparam KEY_DEPTH = 4;  
    localparam KEY_READ_LATENCY = 1;  
    localparam KEY_VALUE_BIT_OFFSET = 0;  
    localparam KEY_VALUE_BIT_WIDTH = 64;  
    localparam logic [63:0] KEY_VALUE_RESET = 64'b00000000000000000000000000000000;  
    localparam logic [63:0] FIFO_OFFSET = 64'h00001000;  
    localparam FIFO_DEPTH = 512;  
    localparam FIFO_READ_LATENCY = 1;  
    localparam FIFO_VALUE_BIT_OFFSET = 0;  
    localparam FIFO_VALUE_BIT_WIDTH = 64;  
    localparam logic [63:0] FIFO_VALUE_RESET = 64'b00000000000000000000000000000000;  
endpackage: SoftAES_regs_pkg
module be_block_builder(
    input clk,
    input rst,
    input word_valid,
    output reg word_ready,
    input [63:0] word,
    input block_ready,
    output reg block_valid,
    output [127:0] block,
    output reg [1:0] state,
    output reg empty
);
reg block0_wen, block1_wen;
reg [63:0] block0, block1;
wire [63:0] word_be = {word[7:0], word[15:8], word[23:16], word[31:24], word[39:32], word[47:40], word[55:48], word[63:56]};
assign block = {block0, block1};
reg [1:0] next_state;
always @* begin
    word_ready = 0;
    block_valid = 0;
    block0_wen = 0;
    block1_wen = 0;
    empty = 0;
    next_state = state;
    case (state)
        2'h0 : begin
            word_ready = 1;
            empty = 1;
            block0_wen = word_ready & word_valid;
            if (block0_wen)
                next_state = 2'h1;
        end
        2'h1 : begin
            word_ready = 1;
            block1_wen = word_ready & word_valid;
            if (block1_wen)
                next_state = 2'h2;
        end
        2'h2 : begin
            block_valid = 1;
            word_ready = block_ready & block_valid;
            block0_wen = word_ready & word_valid;
            if (block_ready & block_valid)
                if (block0_wen)
                    next_state = 2'h1;
                else
                    next_state = 2'h0;
        end
    endcase
end
always @(posedge clk) begin
    if (rst) begin
        state <= 0;
        block0 <= 0;
        block1 <= 0;
    end
    else begin
        state <= next_state;
        if (block0_wen)
            block0 <= word_be;
        if (block1_wen)
            block1 <= word_be;
    end
end
endmodule
module be_block_splitter(
    input clk,
    input rst,
    output reg word_valid,
    input word_ready,
    output [63:0] word,
    output reg block_ready,
    input block_valid,
    input [127:0] block,
    output reg [1:0] state,
    output reg empty
);
reg block_wen;
reg [127:0] block_stored;
wire [63:0] block0, block1;
assign {block1, block0} = block_stored;
reg [63:0] word_be;
assign word = {word_be[7:0], word_be[15:8], word_be[23:16], word_be[31:24], word_be[39:32], word_be[47:40], word_be[55:48], word_be[63:56]};
reg [1:0] next_state;
always @* begin
    word_valid = 0;
    block_ready = 0;
    empty = 0;
    block_wen = 0;
    next_state = state;
    word_be = 0;
    case (state)
        2'h0 : begin
            empty = 1;
            word_valid = 0;
            block_ready = 1;
            block_wen = block_valid & block_ready;
            if (block_wen)
                next_state = 2'h1;
        end
        2'h1 : begin
            word_be = block1;
            word_valid = 1;
            block_ready = 0;
            if (word_valid & word_ready)
                next_state = 2'h2;
        end
        2'h2 : begin
            word_be = block0;
            word_valid = 1;
            block_ready = word_valid & word_ready;
            block_wen = block_valid & block_ready;
            if (word_valid & word_ready)
                if (block_wen)
                    next_state = 2'h1;
                else
                    next_state = 2'h0;
        end
    endcase
end
 always @(posedge clk) begin
    if (rst) begin
        state <= 0;
        block_stored <= 0;
    end
    else begin
        state <= next_state;
        if (block_wen)
            block_stored <= block;
    end
end
endmodule

==> changes_impl.md <==
## Implementation

* Outcome: finished clean
* Cell with the largest stage delay on the worst path: clkdlybuf4s50_1
* Htree depth at 4
* Vias in the first global route at 4159
* Clock tree skew after final layout at 7.372 ps
* Highest ir drop seen on vdd at 0.2756 mV
* Total track usage at 26.40%
* Required arrival time at the worst endpoint at 3040 ps
* Per-instance average area after synthesis at 8.520 um^2
* Clock tree sinks at 130
* Most common cell type on the critical path: clkdlybuf4s50_1
* Post-layout period usage of the worst path at 74.53%
* Worst-case headroom to the max-slew limit at 53.39%
* Number of buffers inserted during clock tree synthesis at 17
* Final core area utilization at 77.65%
* CTS resizes at 0
* CTS Hold Buffers Added at 0
* Clock tree from TritonCTS: built
* Reg-to-reg critical path startpoint: state[0]$_SDFFE_PP0P_
* Number of buffers inserted to repair setup after CTS at 0
* Gate Count Post-Synth at 583
* Row cnt at 36
* Yosys cell count at 583
* Drt first pass iters at 5
* Via density per instance at 5.227
* Detail Placement HPWL at 8.543 mm
* Count of cells along the worst register-to-register path at 4
* Number of maximum-capacitance violations at 0
* Startpoint of the lowest-slack hold path: block1[19]$_SDFFE_PP0P_
* Cell taking the most area after synthesis: dfxtp_1
* Count of library flops with an enable pin at 0
* Detailed router's first-iteration violation count at 194
* Critical Path End Type: primary output
* Die Span Y at 101.7 um
* Maximum root-to-sink buffer count at 2
* Global placer's final weighted congestion at 0.7917
* DRC errors left at 0
* Slowest stage delay, CP at 540 ps
* Count of endpoints failing hold in the final timing report at 0
* Chip area line of the yosys report at 0.004967 mm^2
* Critical path, cell by cell: clkdlybuf4s50_1, inv_1, o21ai_0, clkdlybuf4s50_1
* Core region area at 0.009684 mm^2
* Area share of the leading cell type in the synthesized netlist at 52.39%
* Main synth FF type: dfxtp_1
* Total negative slack for setup checks at 0 ps
* N_diodes at 0
* Largest net degree at the start of global routing at 74
* Crit-path max FO at 3
* Worst hold-check slack at 454.1 ps
* Tightest Pin Transition at 699.1 ps
* Detail-routed net length per standard cell at 14.74 um
* RSZ-0062 raised after global routing: false
* Synthesis-to-layout area growth at 51.39%
* Number of warnings the tools reported at 26
* Clock period minus worst slack at 2832 ps
* Number of cells on the worst hold path at 2
* Total number of vias at 4699
* Data arrival, critical path at 2070 ps
* Summed instance area of the synthesized netlist at 0.004967 mm^2
* FF+latch count, synth at 130
* Pre-CTS setup slack at 982.7 ps
* Leftover overflow at the end of global routing at 0
* Cell area leaders: dfxtp_1 (52%), a21oi_1 (13%), or3b_1 (11%)
* Antenna violations before repair at 0
* Clock tree root driver cell: clkbuf_8
* Post-synth cell types at 21
* Worst Path Class, Setup: in -> out
* Reg2Reg Capture Point: block0[4]$_SDFFE_PP0P_
* Placed Cells at 867
* Reg clk slew, reported paths at 60 ps
* Total wirelength of the detailed-routed design at 13.26 mm
* Chip Width at 101.7 um
* Total power density per cell area at 457.3 mW/mm^2
* Clock latency on the worst-skew pair at 500 ps
* Startpoint class of the critical path: input port
* Count of antenna-violating nets left after detailed routing at 0
* Yosys warning total at 1
* Final worst setup slack at 968.0 ps
* Async S/R FF share, synth at 0%
* Worst R2R Setup Slack at 1950 ps
* Chip Footprint at 0.01034 mm^2
* Max Clock Freq at 0.3531 GHz
* Buffers on Ports at 200
* Max-slew violation total from the final report at 0
* Cell leakage power at 2.625 nW
* Finished Layout Cells at 899
* Commonest cells in the netlist: a21oi_1 (130), dfxtp_1 (130), nand2_1 (129), or3b_1 (64), o21ai_1 (44)
* Number of setup violations in the final report at 0
* Effective utilization at floorplan at 51.29%
* Worst-case hold path end point: block1[19]$_SDFFE_PP0P_
* First-pass GRT wire length at 20.71 mm
* Class of the most critical hold timing path: reg -> reg
* Sequential element share of the synthesized area at 52.39%
* I/O pin total at 201
* Fraction of final layout cells sized beyond drive strength 1 at 5.352%
-- flip-flops by register name, summed over array words and instances (netlist names) --
register	count
block1	64
block0	64
state	2
-- final cells by class --
class                           instances  area (um^2)
Inverter                                1        3.754
Fill cell                             665         2165
Tap cell                              133        166.4
Timing Repair Buffer                  207         2090
Multi-Input combinational cell        396         2088
Clock buffer                           20        435.4
Sequential cell                       130         2603
Clock inverter                         12        133.9
-- layer usage --
layer / GRT usage [%] / part of all wire [%]
met1: 40.08 / 45
met2: 38.25 / 45
met3: 8.894 / 8.3
met4: 5.128 / 1.7
met5: 0 / 0
-- cell families after synthesis --
family / Yosys count / share of synthesized area, %
AND/OR/NAND/NOR: 201 / 22.37
AND-OR/OR-AND: 195 / 19.65
flip-flops: 130 / 52.39
buffers and inverters: 57 / 5.592
-- stage by stage --
stage / area (um^2) / power (W)
floorplan: 4967 / 0.001661
detailed placement: 6950 / 0.001925
finish: 7520 / 0.003439
global placement: 6950 / 0.001915
CTS: 7520 / 0.003462
global route: 7520 / 0.003579
-- critical path: cells and delay by family --
family                 cells  cell delay, ps
AOI/OAI and AO/OA          1             210
buffers and inverters      3            1100
-- report_power, final --
part | total [W] | switching [W] | leakage (nW) | internal [W]
logic | 0.000424 | 0.000170 | 1.30 | 0.000254
registers | 0.00147 | 0.0000366 | 1.06 | 0.00144
clock network | 0.00154 | 0.000590 | 0.264 | 0.000951
total | 0.00344 | 0.000796 | 2.63 | 0.00264
-- worst max path at each step --
stage | start | end | slack, ps | cells past startpoint
final | block_ready | word_ready | 970 | 4
after global routing | block_ready | word_ready | 880 | 4
after CTS | block_ready | word_ready | 960 | 4
-- cell usage in the layout (no fill, tap or decap) --
cell             synthesis  final
bufinv_16                0      2
clkdlybuf4s50_1          0    199
nand3b_1                 1      1
nor2b_4                  1      1
clkinv_2                 0      2
nor2_1                   1      1
buf_4                    1      5
nor3_1                   1      1
o21ai_1                 44     44
buf_12                   0      3
or3b_1                  64     64
clkbuf_16                0     16
a21oi_1                130    130
or2b_1                   1      1
clkbuf_8                 0      2
o21ai_0                 21     21
inv_1                    1      1
clkinvlp_4               0      5
and3b_2                  0      1
nand2b_4                 1      1
dfxtp_1                130    130
clkbuf_1                26      2
inv_6                    0      1
clkinv_4                 0      2
nand2_1                129    129
nor2b_1                  1      1
Power is estimated from default activity; no workload was simulated.
